==> ./design.v <==
`timescale 1ns / 1ps
module DataCacheController (input clk,input reset, input MemRead, input MemWrite, input [4:0] index, input [2:0] tag, output reg stall, output reg fill,
output reg update,
output reg MsRead,
input MsReady);
reg [2:0] tags [0:31];
reg valid_bits [0:31];
reg [1:0] current_state;
reg [1:0] next_state;
localparam Idle = 2'b00, Write = 2'b10, Read = 2'b01;
wire write_hit;
wire write_miss;
wire read_miss;
assign write_hit = valid_bits[index] && (tags[index] == tag) && MemWrite;
assign write_miss = !write_hit;
assign read_hit = valid_bits[index] && (tags[index] == tag) && MemRead;
assign read_miss = !read_hit;
always @(posedge clk) begin
       if(reset) begin
        current_state <=Idle; 
       end 
       else begin 
            current_state <= next_state; 
       end
    end
always @(*) begin
        case(current_state)
            Idle: begin
                if (read_miss) begin
                    stall = 1;  
                    MsRead = 1;
                    next_state = Read;      
                   end
                else if (write_miss) begin
                    stall = 1; 
                    MsRead = 0;
                    fill = 0;
                    next_state = Write;
                   end
                 else if(write_hit) begin
                    stall = 1; 
                    fill = 0;
                    MsRead = 0;
                    update = 1;
                    next_state = Write;
                 end
                else begin
                    stall = 0;
                    fill = 0;
                    update = 0;
                    MsRead = 0;
                    next_state = Idle;
                    end
            end
             Write: begin
                if (MsReady) begin
                    stall = 0;
                    fill = 0;
                    update = 0;
                    MsRead = 0;
                    next_state = Idle;
                   end
                else begin
                    stall = 1; 
                    fill = 0;
                    MsRead = 0;
                    next_state = Write;
              end
            end
            Read: begin
                if (MsReady) begin
                    stall = 0;
                    fill = 1;
                    update = 0;
                    MsRead = 0;
                    tags[index] = tag;
                    valid_bits[index] = 1;
                    next_state = Idle;
                   end
                else begin
                    stall = 1; 
                    MsRead = 1;
                    next_state = Read;
                  end
            end
            default: begin
                stall = 0;
                fill = 0;
                update = 0;
                MsRead = 0; 
                next_state = Idle;
             end
        endcase
    end
endmodule 
==> ./run.sh <==
#!/bin/bash
# OpenROAD 26Q1-2900-gdf79404cd8, Yosys 0.63+post, stock flow scripts
make -C /OpenROAD-flow-scripts/flow DESIGN_CONFIG=/design/flow/config.mk WORK_HOME=/design/flow/orfs finish
==> ./config.mk <==
export PLATFORM = sky130hd
export DESIGN_NAME = DataCacheController
export DESIGN_NICKNAME = DataCacheController
export VERILOG_FILES = /design/flow/design.v
export SDC_FILE = /design/flow/constraint.sdc
export NUM_CORES = 4
export LEC_CHECK = 1
export CORE_UTILIZATION = 50
==> ./constraint.sdc <==
current_design DataCacheController

set clk_period 5.1
set clk_io_pct 0.2

create_clock -name clk0 -period $clk_period [get_ports {clk}]

set non_clock_inputs [all_inputs -no_clocks]
set_input_delay [expr $clk_period * $clk_io_pct] -clock clk0 $non_clock_inputs
set_output_delay [expr $clk_period * $clk_io_pct] -clock clk0 [all_outputs]
==> results.yml <==
# flow metrics
power_and_ir_drop:
  p_int_mw: 0.198
  switchingPower_mw: 0.115
  p_total_mw: 0.313
  power_frac_comb_pct: 50.0
  power-per-cell-area_nw_per_um2: 91.2
  p_leak_nw: 1.49
  clock_power_share_pct: 21.6
  netSwitchingFraction_pct: 36.7
  seqPwrFrac_pct: 28.5
  power.ir.vdd_worst_v: 0.000178
routing:
  detailedRoute.firstIterationViolations: 152
  dr.pass1.iters: 4
  drt_wl_total_mm: 8.07
  met1Wirelength_mm: 3.87
  n_antenna_cell: 0
  met3_length_um: 468
  routed-wl-met2_mm: 3.70
  wl_per_cell_um: 18.8
  route.top_layer_used: "met4"
  via_density: 5.93
  vias: 2544
  detailed_route_drc_error_count: 0
  ant_nets: 0
worst_setup_path:
  cell_chain_critical_path: "clkdlybuf4s50_1, buf_4, buf_4, nor3b_1, nand3_1, o211a_1, nand4_1, o22ai_1, xor2_2, a41oi_1, clkdlybuf4s50_1"
  critical_path.startpoint_type: "input port"
  regToRegStartpoint: "current_state[2]$_DFF_P_"
  worstSetupPathType: "input port to output pin"
  cp-startpoint: "index[0]"
  cp_data_required_time_ns: 4.08
  rrSetupSlack_ns: 4.05
  critPathCapture: "MsRead"
  worst-path-max-fanout: 15
  critical_path_arrival_ns: 3.90
  r2r_cells: 3
  endpoint_kind: "output pin"
  critical-path-max-stage-delay_ns: 0.51
  crit_slowest_cell: "clkdlybuf4s50_1"
  worstReg2RegEnd: "current_state[2]$_DFF_P_"
global_route:
  grt_antenna_before_repair: 0
  globalRouteOverflowTotal: 0
  first_global_vias: 2387
  grt_first_pass_wirelength_mm: 12.8
  grt_usage_pct: 27.5
  largest_net_degree_at_the_start_of_global_routing: 40
timing:
  clock_skew_ns: 0.000939
  hold_viol_final: 0
  rsz_0062_raised_after_global_routing: "false"
  slew_headroom_pct: 48.8
  fin_worst_hold_slack_ns: 0.502
  totalNegativeSetupSlack_ns: 0
  layout_min_cycle_time_ns: 4.92
  count_of_unclocked_register_or_latch_pins: 98
  timing_worst_slew_pin_value_ns: 0.766
  setup_slack_ns: 0.181
  maxClockFrequency_mhz: 203
  number_of_unconstrained_endpoints: 100
  setup_failing_eps_final: 0
  timing.final.crit_share_pct: 96.4
  final-max-slew-violation-count: 0
finish:
  final_core_density_pct: 58.0
  layout.cell_area.non_filler_um2: 3430
  final_cells: 429
  post_route_cells_drive_above_1_share_pct: 11.0
  filler_cell_count: 524
  areaGrowthSynthToFinish_pct: 11.8
place:
  placement.io_buffers: 16
  globalplace.congestion: 0.938
  pre_cts_slack_ns: 0.181
  dpl.hpwl_mm: 5.78
  placement.cell_area_um2: 3380
  numPlacedInstances: 425
logic_synthesis:
  synthArstFlopShare_pct: 0
  synth_chip_area_um2: 3070
  enable_flop_cells: 0
  area_leaders: "dlxtn_1 (48%), nand2_1 (5.0%), mux2i_1 (3.9%)"
  flops_latches_synth: 101
  yosysUniqueCellTypes: 68
  syn-instance-count: 335
  synthesis.area_per_instance_um2: 9.17
  syn-cell-area_um2: 3070
  ys.warnings.count: 4
  ys.flop_type: "dlxtn_1"
  post-synth-top-count-cell: "dlxtn_1"
  ys_top_cells_by_count: "dlxtn_1 (98), nand2_1 (41), nor2_1 (15), mux2i_1 (12)"
  synth_top_cell_by_area: "dlxtn_1"
  yosysCellCount: 335
  top_area_share_pct: 47.9
floorplan:
  coreArea_um2: 5920
  floorplan.io_pins: 17
  core_util_floorplan_pct: 51.9
  standard_cell_row_count: 28
  die_area_um2: 6460
  die.size.x_um: 80.4
  die-height_um: 80.4
clock_tree:
  cts.path.max_buffers: 2
  tritoncts: "yes"
  h-tree-depth: 1
  clk_pin_slew_ns: 0.03
  post-cts-setup-buffers: 0
  root_buffer: "clkbuf_8"
  insertion_delay_ns: 0.21
  cts-buffers-inserted: 3
flow_run:
  cap_violations: 0
  warning_count: 25
worst_hold_path:
  holdCritPathClass: "flop to flop"
run_status:
  run_status: "finished clean"
[worst min-delay path by stage]
stage / from / depth (start not counted) / endpoint / slack [ns]
after CTS: current_state[1]$_DFF_P_ / 2 / current_state[0]$_DFF_P_ / 0.51
final: current_state[1]$_DFF_P_ / 2 / current_state[0]$_DFF_P_ / 0.50
after global routing: current_state[1]$_DFF_P_ / 2 / current_state[0]$_DFF_P_ / 0.54
[per-layer routing]
metal | global-route usage [%] | vias to the layer above
met5 | 0 | -
met1 | 45.5 | 1211
met3 | 4.50 | 5
met2 | 40.8 | 85
li1 | - | 1243
met4 | 2.50 | 0
[placed cells by master, fill, tap and decap left out, types with 6 or more instances in the layout]
cell type / Yosys / final
dlxtn_1: 98 / 98
nand2_1: 41 / 41
clkdlybuf4s50_1: 0 / 16
buf_4: 1 / 16
nor2_1: 15 / 15
mux2i_1: 12 / 12
nand3_1: 10 / 10
nand3b_1: 10 / 10
a21oi_1: 9 / 9
inv_1: 8 / 8
a22oi_1: 6 / 6
a31oi_1: 6 / 6
[flip-flops by register name, summed over array words and instances (netlist names)]
name and flops:
tags 96, update 1, current_state 3, fill 1
[cell type report]
class                   count  area (um^2)  share of cell area [%]
multi-input cells         205         1370                    40.0
clock buffers               4         45.0                    1.31
well taps                  75         93.8                    2.73
repair buffers             36          360                    10.5
inverters                   8         30.0                   0.875
flip-flops and latches    101         1530                    44.6
[logic make-up (layout without fill, tap and decap cells)]
kind of cell / after synthesis / count (layout) / share of synthesized area [%]
compound gates: 66 / 66 / 16.5
simple gates: 119 / 119 / 21.0
mux: 19 / 19 / 6.60
flops: 3 / 3 / 1.96
xor+xnor: 1 / 1 / 0.285
buf+inv: 29 / 48 / 5.66
latches: 98 / 98 / 47.9
[power groups by stage]
stage | combinational [mW] | clock (mW) | sequential (mW)
after global routing | 0.170 | 0.0714 | 0.0930
final | 0.156 | 0.0675 | 0.0892
after CTS | 0.155 | 0.0700 | 0.0892
[repair_timing]
| action | 4_1_cts | 5_1_grt |
|---|---|---|
| endpoints found under the setup margin | 0 | 1 |
| hold buffers | 0 | 0 |
| gates resized | 0 | 1 |
[critical path: cells and delay by family]
family	cells	cell delay, ns
buf+inv	4	1.45
simple gates	3	0.67
compound gates	3	0.54
xor+xnor	1	0.20
Power is estimated from default activity; no workload was simulated.
