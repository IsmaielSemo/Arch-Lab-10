==> flow/design.v <==
`timescale 1ns / 1ps
module DataCache (
    input clk,
    input update,
    input fill,
    input [1:0] offset,
    input [4:0] index,
    input [31:0] data_in,
    output [31:0] data_out,
    input [127:0] MsData_out);
reg [31:0] cache [0:31][0:3];
always @(posedge clk) begin
    if(fill) begin
        cache[index][0] = MsData_out[127:96]; 
        cache[index][1] = MsData_out[95:64]; 
        cache[index][2] = MsData_out[63:32]; 
        cache[index][3] = MsData_out[31:0]; 
    end
    else begin
        if(update)
            cache[index][offset] = data_in;
     end
end
assign data_out = cache[index][offset];
endmodule
==> flow/run.sh <==
#!/bin/bash
# OpenROAD 26Q1-2900-gdf79404cd8, Yosys 0.63+post, stock flow scripts
make -C /OpenROAD-flow-scripts/flow DESIGN_CONFIG=/design/flow/config.mk WORK_HOME=/design/flow/orfs finish
==> flow/config.mk <==
export PLATFORM = sky130hd
export DESIGN_NAME = DataCache
export DESIGN_NICKNAME = DataCache
export VERILOG_FILES = /design/flow/design.v
export SDC_FILE = /design/flow/constraint.sdc
export NUM_CORES = 4
export LEC_CHECK = 1
export CORE_UTILIZATION = 30
==> flow/constraint.sdc <==
current_design DataCache

set clk_period 20.2
set clk_io_pct 0.2

create_clock -name clk0 -period $clk_period [get_ports {clk}]

set non_clock_inputs [all_inputs -no_clocks]
set_input_delay [expr $clk_period * $clk_io_pct] -clock clk0 $non_clock_inputs
set_output_delay [expr $clk_period * $clk_io_pct] -clock clk0 [all_outputs]
==> results.yml <==
# implementation run metrics
cells_and_area:
  postLayoutCoreUtil_pct: 34.6
  syn2layout_area_growth_pct: 15.0
  drive_gt1_share_pct: 16.1
  largest_reg_flops: 4096
timing:
  finalMaxSlewViolations: 0
  timing.fmax_ghz: 0.0684
  fin_crit_sh_pct: 72.3
  holdWs_ps: 3330
  hold_violations: 0
  max-slew-margin-rel_pct: 2.58
  rsz0062_at_grt: "no"
  min_period_ps: 14610
  setup_viol: 0
  tns_ps: 0
  worst_slew_pin_slew_ps: 1450
logic_synthesis:
  seq_area_frac_synth_pct: 65.1
  most_common_cell: "nor2_1"
  yosysCellCount: 14900
  async_reset_ff_share_pct: 0
  ys_warn_count: 1
  syn_avg_cell_area_um2: 12.7
  largest_area_cell: "edfxtp_1"
  ys.flops: 4096
  synth_cell_types: 35
  synthCells: 14900
  synthesis.area_mm2: 0.189
  ys_area_mm2: 0.189
  yosys_most_used_dff: "edfxtp_1"
  top_cells_by_count: "nor2_1 (5,353), edfxtp_1 (4,096), a21oi_1 (1,191)"
  top_area_share_pct: 65.1
  edf_count: 4096
  synthTopCellsByArea: "edfxtp_1 (65%), nor2_1 (11%), mux4_2 (9.2%)"
floorplanning:
  io_pins: 202
  fp-row-count: 291
  dieArea_mm2: 0.633
  core_mm2: 0.627
  initCoreUtil_pct: 30.1
  die_height_um: 795
  die_x_um: 795
detailed_routing:
  wl_um: 799000
  drt_iter0_drc: 11100
  wl_per_cell_um: 33.6
  final_antenna_net_count: 0
  via_count: 131000
  via_per_inst: 5.52
  drc: 0
  dr.pass1.iters: 7
critical_path:
  endpoint_kind: "output port"
  crit_arrival_ps: 10570
  cp.required_ps: 16160
  path_max_fanout: 60
  worstSetupStartpointType: "input pin"
  crit_type: "input pin to output port"
placed_design:
  gp_congestion: 0.990
  io_buffers: 201
  hpwl_um: 493000
clock_network:
  cts_sinks: 4096
  htreeDepth: 5
  cts_hold_buffers: 0
  clock_path_buffers: 4
  postCtsResizedCells: 0
  root_buffer: "clkbuf_16"
  post-cts-setup-buffers: 0
  cts_made_buffers: 433
  clkTransAtPathRegs_ps: 60
  cts_tree: "yes"
flow_run:
  max-cap-violations: 0
  warning_count: 31
grt:
  first_global_vias: 132000
  antenna_found_initial: 96
  grt_first_pass_wirelength_um: 1080000
  grt_overflow: 0
  grt_max_degree: 115
  groute.usage.overall_pct: 26.5
pwr:
  p_leak_nw: 74.0
  ir_drop_v: 0.0000816
  power_density_mw_per_mm2: 89.2
min_path:
  min_path_type: "input pin to flop"
run_status:
  status: "finished, final reports clean"
==> worst max-delay path, stage by stage <==
cell and delay [ps]:
buf_8 440, buf_4 630, buf_4 670, buf_4 620
buf_4 590, buf_4 640, mux4_2 320, mux2i_1 90
o22ai_1 290, nor4_1 150, nor4_1 1140, buf_4 260
clkdlybuf4s50_1 450
==> cell type report <==
class                           count  area [um2]
Sequential cell                  4096      123000
Fill cell                       58900      410000
Timing Repair Buffer              908        7010
Clock buffer                      525       11300
Inverter                           32         120
Multi-Input combinational cell   9356       62300
Tap cell                         8350       10400
Clock inverter                    259        2490
Antenna cell                      234         586
==> path summary, 6_finish.rpt <==
| kind | start | end | cells past startpoint |
|---|---|---|---|
| worst min-delay path | MsData_out[65] | cache[97][1]$_DFFE_PP_ | 3 |
| worst max-delay path | offset[1] | data_out[24] | 13 |
==> cell usage in the layout, fill, tap and decap left out, drive strengths merged, types with 97 or more instances in the layout <==
| master | n |
|---|---|
| nor2 | 5353 |
| mux4 | 768 |
| a21oi | 1191 |
| a22oi | 217 |
| mux2i | 927 |
| o22ai | 118 |
| o21ai | 97 |
| clkdlybuf4s50 | 107 |
| diode | 234 |
| clkbuf | 526 |
| nand2 | 133 |
| clkinv | 202 |
| edfxtp | 4096 |
| and3 | 118 |
| buf | 800 |
| o21a | 192 |
==> metrics by stage <==
step / power (mW) / std cells / cell area [um2] / setup WS, ps
floorplan: 10.8 / 14900 / 189000 / 10280
global placement: 11.6 / 22700 / 203000 / 5820
detailed placement: 11.6 / 22700 / 203000 / 5820
CTS: 19.3 / 23500 / 217000 / 5800
global route: 19.8 / 23700 / 217000 / 5650
finish: 19.4 / 23800 / 217000 / 5590
==> power by group <==
part,switching (mW),total (mW),internal (mW)
Combinational,1.31,1.88,0.571
Clock,3.44,7.92,4.48
Sequential,0.0259,9.59,9.56
Total,4.77,19.4,14.6
==> per-layer routing <==
layer	wire length, um	GRT usage [%]
met1	225000	24.9
met2	325000	34.7
met3	183000	26.9
met4	57700	14.6
met5	8210	10.7
==> cell families (layout without fill, tap and decap cells) <==
group                  after synthesis  count (layout)  synth area share, %
buffers and inverters             1419            1724                 3.22
flip-flops                        4096            4096                 65.1
AND/OR/NAND/NOR                   5816            5816                 12.0
multiplexers                      1696            1696                 14.1
other                                0             234                    0
AND-OR/OR-AND                     1844            1844                 5.55
No activity file was given, so power comes from the tool's default toggle rates.
